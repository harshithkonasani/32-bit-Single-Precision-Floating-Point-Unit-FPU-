==> flow/design.v <==
module addition_control_unit#
(
    parameter integer DATA_WIDTH = 32,
    parameter integer MENT_WIDTH = 23,
    parameter integer EXPO_WIDTH = 8
)
(
    input  [EXPO_WIDTH        :0] exp_diff_in,
    input  [MENT_WIDTH        :0] addition_in, 
    input  [MENT_WIDTH        :0] floating1_in,
    input  [MENT_WIDTH        :0] floating2_in,
    input                         opcode_in,
    output                        mux1_sel_out,
    output                        mux2_sel_out,
    output                        mux3_sel_out,
    output                        sign_out,
    output [EXPO_WIDTH        :0] rshift_out,
    output                        equivalent_opcode_out,
    output [$clog2(MENT_WIDTH):0] normalize_position_out
);
    wire                          sign1    ,sign2;    
    wire   [MENT_WIDTH-1      :0] mentissa1,mentissa2;
    wire                          equivalent_opcode;
    assign sign1     = floating1_in[  MENT_WIDTH  ];
    assign sign2     = floating2_in[  MENT_WIDTH  ];
    assign mentissa1 = floating1_in[MENT_WIDTH-1:0];
    assign mentissa2 = floating2_in[MENT_WIDTH-1:0];
    reg    [$clog2(MENT_WIDTH):0] position;
    assign mux1_sel_out = (exp_diff_in[EXPO_WIDTH] ? 1'b0 : 1'b1);
    assign mux2_sel_out = (exp_diff_in[EXPO_WIDTH] ? 1'b0 : 1'b1);
    assign mux3_sel_out = (exp_diff_in[EXPO_WIDTH] ? 1'b0 : 1'b1);
    assign rshift_out   = exp_diff_in;
    always@(*)begin
        casez(addition_in)
            24'b1???_????_????_????_????_???? : position = 5'd24;
            24'b01??_????_????_????_????_???? : position = 5'd23;
            24'b001?_????_????_????_????_???? : position = 5'd22;
            24'b0001_????_????_????_????_???? : position = 5'd21;
            24'b0000_1???_????_????_????_???? : position = 5'd20;
            24'b0000_01??_????_????_????_???? : position = 5'd19;
            24'b0000_001?_????_????_????_???? : position = 5'd18;
            24'b0000_0001_????_????_????_???? : position = 5'd17;
            24'b0000_0000_1???_????_????_???? : position = 5'd16;
            24'b0000_0000_01??_????_????_???? : position = 5'd15;
            24'b0000_0000_001?_????_????_???? : position = 5'd14;
            24'b0000_0000_0001_????_????_???? : position = 5'd13;
            24'b0000_0000_0000_1???_????_???? : position = 5'd12;
            24'b0000_0000_0000_01??_????_???? : position = 5'd11;
            24'b0000_0000_0000_001?_????_???? : position = 5'd10;
            24'b0000_0000_0000_0001_????_???? : position = 5'd09;
            24'b0000_0000_0000_0000_1???_???? : position = 5'd08;
            24'b0000_0000_0000_0000_01??_???? : position = 5'd07;
            24'b0000_0000_0000_0000_001?_???? : position = 5'd06;
            24'b0000_0000_0000_0000_0001_???? : position = 5'd05;
            24'b0000_0000_0000_0000_0000_1??? : position = 5'd04;
            24'b0000_0000_0000_0000_0000_01?? : position = 5'd03;
            24'b0000_0000_0000_0000_0000_001? : position = 5'd02;
            24'b0000_0000_0000_0000_0000_0001 : position = 5'd01;
            24'b0000_0000_0000_0000_0000_0000 : position = 5'd00;  
            default                           : position = 5'd00;
        endcase
    end 
    assign normalize_position_out = 24 - position;
    assign equivalent_opcode = opcode_in ? ~(sign1 ^ sign2)
                                         :  (sign1 ^ sign2);
    assign mentissa_compare  = (mentissa1 > mentissa2);
    assign sign_out = ((mentissa_compare && equivalent_opcode) ? 
                      ((    (~opcode_in) && mentissa_compare ) ?  sign2 
                                                               : ~sign2)
                                                               :  sign1);
    assign equivalent_opcode_out = equivalent_opcode;
endmodule
module addition_stage1#
(
	parameter integer DATA_WIDTH = 32,
	parameter integer MENT_WIDTH = 23,
	parameter integer EXPO_WIDTH = 8
)
(
	input  [DATA_WIDTH-2:0] floating1_in,
	input  [DATA_WIDTH-2:0] floating2_in,
	input                   mux1_sel_in,
	input                   mux2_sel_in,
	input                   mux3_sel_in,
	output [EXPO_WIDTH  :0] exp_diff_out,                   
    output [MENT_WIDTH-1:0] smaller_operand_out,
	output [MENT_WIDTH-1:0] bigger_operand_out,
	output [EXPO_WIDTH-1:0] bigger_exponent_out
);
	wire   [EXPO_WIDTH  :0] twos_compliment;
    wire   [EXPO_WIDTH-1:0] exponent1,exponent2;
    wire   [MENT_WIDTH-1:0] mentissa1,mentissa2;
	assign exponent1 = floating1_in[DATA_WIDTH-2 -: EXPO_WIDTH];
	assign exponent2 = floating2_in[DATA_WIDTH-2 -: EXPO_WIDTH];
	assign mentissa1 = floating1_in[MENT_WIDTH-1 -: MENT_WIDTH];
	assign mentissa2 = floating2_in[MENT_WIDTH-1 -: MENT_WIDTH];
    assign twos_compliment = (~exponent2) + 1'b1;
    assign exp_diff_out    =   exponent1  + twos_compliment;
	assign bigger_operand_out  = (mux1_sel_in ? mentissa1 
											  : mentissa2);
	assign smaller_operand_out = (mux2_sel_in ? mentissa2 
											  : mentissa1);      
	assign bigger_exponent_out  = (mux3_sel_in ? exponent1 : exponent2);  
endmodule
module addition_stage2#
(
    parameter integer MENT_WIDTH = 23,
    parameter integer EXPO_WIDTH = 8
)
(
    input  [MENT_WIDTH-1:0] smaller_operand_in, 
    input  [EXPO_WIDTH  :0] rshift_in,    
    output [MENT_WIDTH  :0] smaller_operand_out
);
    wire   [EXPO_WIDTH-1:0] rshift;
    assign rshift = (!rshift_in[EXPO_WIDTH]) ?    rshift_in[EXPO_WIDTH-1:0]
                                             : ((~rshift_in[EXPO_WIDTH-1:0])+1'b1); 
    assign smaller_operand_out = {1'b1,smaller_operand_in} >> rshift; 
endmodule
module addition_stage4#
(
    parameter integer MENT_WIDTH = 23,
    parameter integer EXPO_WIDTH = 8 
)
(
    input  [EXPO_WIDTH-1      :0] bigger_exponent_in,
    input  [MENT_WIDTH        :0] addition_in,
    input  [$clog2(MENT_WIDTH):0] normalize_position_in,
    output [MENT_WIDTH-1      :0] normalized_mentissa_out,
    output [EXPO_WIDTH-1      :0] normalized_exponent_out
);
    assign normalized_mentissa_out = addition_in << normalize_position_in;
    assign normalized_exponent_out = bigger_exponent_in - normalize_position_in;
endmodule
module floating_point_addition#
(
    parameter integer DATA_WIDTH = 32,
    parameter integer MENT_WIDTH = 23,
    parameter integer EXPO_WIDTH = 8
)
(
    input  [DATA_WIDTH-1      :0] floating1_in,
    input  [DATA_WIDTH-1      :0] floating2_in,
    input                         opcode_in,
    output [DATA_WIDTH-1      :0] floating_addition_out
);
    wire   [EXPO_WIDTH        :0] exp_diff;
    wire                          mux1_sel;
    wire                          mux2_sel;
    wire                          mux3_sel;
    wire   [DATA_WIDTH-2      :0] floating_point1;
    wire   [DATA_WIDTH-2      :0] floating_point2;
    wire   [EXPO_WIDTH        :0] rshift_by;
    wire   [MENT_WIDTH-1      :0] smaller_operand; 
    wire                          equivalent_opcode;
    wire   [MENT_WIDTH-1      :0] bigger_operand;
    wire   [MENT_WIDTH        :0] rshift_operand;
    wire   [MENT_WIDTH        :0] addition_out;
    wire   [EXPO_WIDTH-1      :0] bigger_exponent;
    wire   [$clog2(MENT_WIDTH):0] normalize_position;
    wire   [MENT_WIDTH-1      :0] normalized_mentissa;
    wire   [EXPO_WIDTH-1      :0] normalized_exponent;
    wire                          sign_out;
    wire   [MENT_WIDTH        :0] floating1_sm;
    wire   [MENT_WIDTH        :0] floating2_sm;
    assign floating_point1 = floating1_in[DATA_WIDTH-2:0];
    assign floating_point2 = floating2_in[DATA_WIDTH-2:0];
    assign floating1_sm    = {floating1_in[DATA_WIDTH-1],floating1_in[MENT_WIDTH-1:0]};
    assign floating2_sm    = {floating2_in[DATA_WIDTH-1],floating2_in[MENT_WIDTH-1:0]};
    addition_stage1 stage1
        (
         .floating1_in        (floating_point1),  
         .floating2_in        (floating_point2),  
         .mux1_sel_in         (mux1_sel),         
         .mux2_sel_in         (mux2_sel),         
         .mux3_sel_in         (mux3_sel),         
         .exp_diff_out        (exp_diff),         
         .bigger_operand_out  (bigger_operand),   
         .smaller_operand_out (smaller_operand),  
         .bigger_exponent_out (bigger_exponent)   
        );
    addition_control_unit control_unit
        (
         .floating1_in          (floating1_sm),       
         .floating2_in          (floating2_sm),       
         .addition_in           (addition_out),       
         .opcode_in             (opcode_in),          
         .exp_diff_in           (exp_diff),           
         .mux1_sel_out          (mux1_sel),           
         .mux2_sel_out          (mux2_sel),           
         .mux3_sel_out          (mux3_sel),           
         .sign_out              (sign_out),           
         .rshift_out            (rshift_by),          
         .equivalent_opcode_out (equivalent_opcode),  
         .normalize_position_out(normalize_position)  
        );
    addition_stage2 stage2 
        (
         .smaller_operand_in (smaller_operand),  
         .rshift_in          (rshift_by),        
         .smaller_operand_out(rshift_operand)    
        );
    addition_stage3 stage3
        (
         .operand1_in         (bigger_operand),     
         .operand2_in         (rshift_operand),     
         .equivalent_opcode_in(equivalent_opcode),  
         .addition_out        (addition_out)        
        );
    addition_stage4 stage4 
        (
         .addition_in            (addition_out),        
         .normalize_position_in  (normalize_position),  
         .bigger_exponent_in     (bigger_exponent),     
         .normalized_mentissa_out(normalized_mentissa), 
         .normalized_exponent_out(normalized_exponent)  
        );
    assign floating_addition_out = {sign_out,normalized_exponent,normalized_mentissa};
endmodule
module addition_stage3#
(
    parameter integer MENT_WIDTH = 23
)
(
    input  [MENT_WIDTH-1:0] operand1_in,
    input  [MENT_WIDTH  :0] operand2_in,
    input                   equivalent_opcode_in,
    output [MENT_WIDTH  :0] addition_out  
);
    wire   [MENT_WIDTH  :0] operand2_intermediate; 
    assign operand2_intermediate = equivalent_opcode_in ? (~{1'b1,operand2_in} + 1'b1)
                                                        :   {1'b1,operand2_in};
    assign addition_out   = {1'b1,operand1_in} + operand2_intermediate;
endmodule
==> flow/run.sh <==
#!/bin/bash
# OpenROAD 26Q1-2900-gdf79404cd8, Yosys 0.63+post, stock flow scripts
make -C /OpenROAD-flow-scripts/flow DESIGN_CONFIG=/design/flow/config.mk WORK_HOME=/design/flow/orfs finish
==> flow/config.mk <==
export PLATFORM = sky130hd
export DESIGN_NAME = floating_point_addition
export DESIGN_NICKNAME = floating_point_addition
export VERILOG_FILES = /design/flow/design.v
export SDC_FILE = /design/flow/constraint.sdc
export NUM_CORES = 4
export LEC_CHECK = 1
export CORE_UTILIZATION = 50
==> flow/constraint.sdc <==
current_design floating_point_addition

set clk_period 48.4
set clk_io_pct 0.2

create_clock -name clk0 -period $clk_period

set non_clock_inputs [all_inputs -no_clocks]
set_input_delay [expr $clk_period * $clk_io_pct] -clock clk0 $non_clock_inputs
set_output_delay [expr $clk_period * $clk_io_pct] -clock clk0 [all_outputs]
==> impl_metrics.tcl <==
# metrics dict for downstream scripts
set metrics [dict create \
    run_status "completed" \
    maxCapViolCount 0 \
    postCtsResizedCells 0 \
    arrival_ps 21260 \
    first_global_vias 7119 \
    hold_end "floating_addition_out[30]" \
    synth_seq_share_pct 0 \
    finalSetupViolations 0 \
    cp.required_ps 38720 \
    place_area_sq_um 8149 \
    hold_viol 0 \
    flops 0 \
    vias_per_cell 6.404 \
    fillerInstances 1303 \
    min_path_cells 4 \
    warnings 33 \
    layout_top_cell "nand2_1" \
    cts_setup_buffers 0 \
    dpl.hpwl_microns 19310 \
    fin_cells 1219 \
    whs_ps 20430 \
    period_needed_ps 30940 \
    grt_pass1_wl_microns 37550 \
    drc 0 \
    grt_setup_unrepaired "false" \
    route.vias.total 7807 \
    avgSynthCellArea_sq_um 7.245 \
    crit_path_frequent_cell "ha_1" \
    rows 43 \
    synth_warnings 2 \
    wl_per_cell_microns 19.11 \
    grt_usage_pct 33.43 \
    ant_nets 0 \
    ctsHoldBuffers 0 \
    lay_top_cells "nand2_1, clkdlybuf4s50_1, o21ai_0, nor2_1, a21oi_1" \
    synth_area_sq_um 7086 \
    fin_ws_ps 17460 \
    ys_types 93 \
    nClkBuffers 0 \
    cp_max_fo 78 \
    die_w_microns 121.0 \
    min_from "floating2_in[30]" \
    area_growth_pct 15.01 \
    dp_cells 1219 \
    fp.dieH_microns 121.0 \
    cpPeakStageDelay_ps 670 \
    die_area_sq_um 14650 \
    drt_iter0_markers 679 \
    place.port_buffers 97 \
    tns_ps 0 \
    design.portCount 97 \
    flop_area_sq_um 0 \
    crit_family "AND-OR/OR-AND gates" \
    initial_utilization_pct 51.24 \
    place_ws_ps 17560 \
    post-route-period-util_pct 63.93 \
    crit_type "input port to output port" \
    crit_slowest_cell "or4_1" \
    wl_microns 23290 \
    grt-ovfl-total 0 \
    end_kind "output port" \
    drive_gt1_share_pct 8.951 \
    cp-start-kind "input port" \
    fin_area_sq_um 8149 \
    ys_cells 978 \
    grt_start_max_net_pins 79 \
    antenna_found_initial 0 \
    max_freq_mhz 32.32 \
    maxSlewViolCount 0 \
    ys_area_sq_um 7086 \
    synth_cells 978 \
    critPathBufInv 8 \
    first_pass_iters 6 \
    finalCoreUtilization_pct 58.94 \
    min_path_type "input port to output port" \
    core_sq_um 13830 \
    insertedDiodeCount 0 \
    slew_headroom_pct 45.97 \
    gp_congestion 1.002 \
    tightest_slew_ps 803.0 \
]
worst max-delay path by stage:
stage	cells past startpoint	endpoint	startpoint	slack (ps)
finish	42	floating_addition_out[30]	floating2_in[23]	17460
global route	43	floating_addition_out[30]	floating1_in[23]	16470
CTS	42	floating_addition_out[30]	floating2_in[23]	17510
cell families (layout without fill, tap and decap cells):
kind of cell	Yosys count	in the layout	share of synthesized area, %
adder cells (fa/ha/maj)	66	66	11.97
multiplexers	91	91	19.64
buffers and inverters	112	173	6.816
other	1	1	0.05292
AND/OR/NAND/NOR	313	313	21.63
XOR/XNOR	73	73	9.023
AND-OR/OR-AND	322	322	30.87
cell usage after synthesis (all sizes together) (13+ instances only):
| cell type | count | area (sq um) |
|---|---|---|
| a21o | 16 | 120.1 |
| a21oi | 72 | 364.1 |
| a22oi | 24 | 180.2 |
| a31oi | 13 | 81.33 |
| buf | 19 | 133.9 |
| clkbuf | 33 | 123.9 |
| ha | 63 | 788.3 |
| inv | 60 | 225.2 |
| mux2 | 14 | 157.6 |
| mux2i | 41 | 422.9 |
| mux4 | 36 | 810.8 |
| nand2 | 103 | 386.6 |
| nand3 | 25 | 125.1 |
| nor2 | 75 | 291.5 |
| nor2b | 13 | 81.33 |
| nor3 | 21 | 105.1 |
| o21ai | 81 | 405.4 |
| xnor2 | 41 | 359.1 |
| xor2 | 32 | 280.3 |
tightest hold or removal path, cell delays in order:
cell,delay (ps)
clkdlybuf4s50_1,430
mux2i_1,160
xor2_1,80
clkdlybuf4s50_1,400
layer usage:
| metal | part of all wire (%) | GRT usage [%] | up-vias |
|---|---|---|---|
| met5 | 0 | 0 | - |
| met4 | 4.4 | 11.88 | 0 |
| met3 | 7.9 | 5.230 | 57 |
| met2 | 43 | 50.54 | 333 |
| met1 | 45 | 48.65 | 3582 |
| li1 | - | - | 3835 |
layout make-up:
type / instances / area, sq um / area share (%)
repair buffers: 113 / 1091 / 13.39
multi-input cells: 866 / 6608 / 81.08
inverters: 60 / 225.2 / 2.764
well taps: 180 / 225.2 / 2.764
