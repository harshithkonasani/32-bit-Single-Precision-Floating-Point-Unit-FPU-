==> design.v <==
`timescale 1ns / 1ps
module karatsuba_2 #(
    parameter integer DATA_WIDTH = 24,   
    parameter integer HALF_WIDTH = DATA_WIDTH / 2
)(
    input  wire [DATA_WIDTH-1:0] a_in,
    input  wire [DATA_WIDTH-1:0] b_in,
    output wire [2*DATA_WIDTH-1:0] multi_out
);
    wire [HALF_WIDTH-1:0] a_high, a_low, b_high, b_low;
    assign {a_high, a_low} = a_in;
    assign {b_high, b_low} = b_in;
    wire [DATA_WIDTH-1:0] P1, P2, P3, sum_a, sum_b, cross_mult;
    assign P1 = a_high * b_high;   
    assign P2 = a_low * b_low;     
    assign sum_a = a_high + a_low;   
    assign sum_b = b_high + b_low;   
    assign cross_mult = sum_a * sum_b;  
    assign P3 = cross_mult - P1 - P2;  
    wire [2*DATA_WIDTH-1:0] stage1, stage2, stage3;
    assign stage1 = {P1, {DATA_WIDTH{1'b0}}};        
    assign stage2 = { {HALF_WIDTH{1'b0}}, P3, {HALF_WIDTH{1'b0}} };   
    assign stage3 = { {DATA_WIDTH{1'b0}}, P2 };     
    assign multi_out = stage1 + stage2 + stage3;
endmodule
==> run.sh <==
#!/bin/bash
# OpenROAD 26Q1-2900-gdf79404cd8, Yosys 0.63+post, stock flow scripts
make -C /OpenROAD-flow-scripts/flow DESIGN_CONFIG=/design/flow/config.mk WORK_HOME=/design/flow/orfs finish
==> config.mk <==
export PLATFORM = sky130hd
export DESIGN_NAME = karatsuba_2
export DESIGN_NICKNAME = karatsuba_2
export VERILOG_FILES = /design/flow/design.v
export SDC_FILE = /design/flow/constraint.sdc
export NUM_CORES = 4
export LEC_CHECK = 1
export CORE_UTILIZATION = 50
==> constraint.sdc <==
current_design karatsuba_2

set clk_period 28.6
set clk_io_pct 0.2

create_clock -name clk0 -period $clk_period

set non_clock_inputs [all_inputs -no_clocks]
set_input_delay [expr $clk_period * $clk_io_pct] -clock clk0 $non_clock_inputs
set_output_delay [expr $clk_period * $clk_io_pct] -clock clk0 [all_outputs]
==> flow_metrics.tcl <==
# metrics dict for downstream scripts
set metrics [dict create \
    ys_sh_simple_pct 17.4 \
    dp_hpwl_um 41600 \
    dieHeight_um 195 \
    max_slew_margin_pct 40.1 \
    syn-cell-area_mm2 0.0186 \
    antenna_left 0 \
    cp-end-kind "output pin" \
    final_layout_size_suffix_gt1_share_pct 2.38 \
    vias 14800 \
    crit_slowest_cell "clkdlybuf4s50_1" \
    intPower_w 0.0212 \
    regArea_um2 0 \
    crit_top_cell "fa_1" \
    stdcell_area_mm2 0.0201 \
    yosysSeqAreaShare_pct 0 \
    core_mm2 0.0366 \
    top_cells_by_count "519 x inv_1, 362 x fa_1, 305 x nand2_1" \
    grt_usage_pct 29.3 \
    cp_top_family "adder cells" \
    fp_util_pct 50.8 \
    antenna_found_initial 0 \
    synth_top_cell_by_area "fa_1" \
    crit_path_start_kind "primary input" \
    critPathRequiredTime_ps 22880 \
    fin_crit_sh_pct 84.3 \
    switching_share_pct 50.4 \
    ys.warnings.count 0 \
    post_cts_resized 0 \
    compound_area_share_pct 8.42 \
    period_minus_slack_ps 24120 \
    grt_pass1_wl_um 81200 \
    fin_tns_setup_ps 0 \
    cp_num_buf_inv 8 \
    worstMarginPinSlew_ps 892 \
    maxCapViolations 0 \
    wire_per_inst_um 17.9 \
    power_density_mw_per_mm2 2130 \
    overflow 0 \
    netSwitchingPower_w 0.0215 \
    ys_sh_adder_pct 56.4 \
    dpl_cell_area_mm2 0.0201 \
    die_x_um 195 \
    ctsHoldBuffers 0 \
    ios 96 \
    comb_area_mm2 0.0164 \
    drt_first_pass_iters 6 \
    final_hold_viol_count 0 \
    power.static_leakage_nw 10.5 \
    hp-class "in -> out" \
    grt_max_degree 15 \
    critPathMaxStageDelay_ps 930 \
    postCtsSetupRepairBufs 0 \
    dp_slack_ps 4630 \
    logic_family "adder cells" \
    path_class "in -> out" \
    ys_types 64 \
    drc 0 \
    gp_congestion 0.929 \
    syn_inst 2256 \
    yosys_area_mm2 0.0186 \
    status "complete, no violations" \
    num_rows 70 \
    drt_wl_total_um 49600 \
    final-max-slew-violation-count 0 \
    ys_sh_xor_pct 5.80 \
    area_growth_syn_to_layout_pct 8.05 \
    mux_share_pct 0.114 \
    worst_ep_arrival_time_ps 18400 \
    grt_pass1_vias 15000 \
    ir_drop_mv 7.70 \
    log.warning_count 32 \
    syn_area_per_cell_um2 8.24 \
    timing.final.ws_setup_ps 4480 \
    finalSetupViolations 0 \
    synth.area.top_cells "fa_1 39%, ha_1 17%, inv_1 10%, nand2_1 6.2%, and2_1 4.5%" \
    via_per_inst 5.32 \
    yosysCellCount 2256 \
    most_common_cell "inv_1" \
    place.port_buffers 96 \
    top_area_share_pct 39.0 \
    initialDrtViolationCount 586 \
    crit_fanout 13 \
    fillCellCount 3409 \
    chip_area_mm2 0.0380 \
    seq_cells 0 \
    max_freq_ghz 0.0415 \
    rsz0062_at_grt "false" \
    n_clock_buffer 0 \
]
cell type report:
class                      instances  share of cell area, %
antenna                            1                 0.0125
timing repair buffer             124                   5.83
inverter                         520                   9.71
tap                              468                   2.91
multi-input combinational       1667                   81.5
worst paths after layout:
check            end     start  cells after the start  slack, ps
min     multi_out[0]   b_in[0]                      4      12900
max    multi_out[44]  a_in[19]                     44       4480
power groups by stage:
stage / Sequential [W] / Combinational (W) / Clock [W]
after global routing: 0 / 0.0455 / 0
after CTS: 0 / 0.0430 / 0
stage by stage:
stage                     std cells  utilization [%]  power (W)  hold WS (ps)
after global routing           2779             54.9     0.0455         12950
after CTS                      2779             54.9     0.0430         12890
after floorplan                2256                -     0.0295         11510
after detailed placement       2779             54.9     0.0426         12890
final                          2780             54.9     0.0427         12900
after global placement         2779             54.9     0.0427         12870
layout by cell type, fill, tap and decap left out, types with 12 or more instances in the layout:
master           netlist  layout
a21o_1                26      26
a21oi_1               61      61
and2_1               135     135
and3_1                16      16
buf_4                  0      28
clkdlybuf4s50_1        0      96
fa_1                 362     362
ha_1                 258     258
inv_1                519     519
nand2_1              305     305
nand2b_1              23      23
nand3_1               18      18
nor2_1               109     109
nor2b_1               22      22
nor3_1                24      24
o21a_1                12      12
o21ai_0               41      41
xnor2_1               82      82
xor2_1                36      36
per-layer routing:
| layer | share of wire, % | track usage (%) |
|---|---|---|
| met5 | 0 | 0 |
| met4 | 1.6 | 4.02 |
| met3 | 9.2 | 9.98 |
| met2 | 46 | 44.2 |
| met1 | 43 | 43.8 |
cell families (layout without fill, tap and decap cells):
| group | after synthesis | after routing |
|---|---|---|
| muxes | 2 | 2 |
| buffers and inverters | 589 | 644 |
| and+or+nand+nor | 688 | 688 |
| AOI/OAI and AO/OA | 236 | 236 |
| xor gates and xnor gates | 120 | 120 |
| other | 0 | 1 |
| adders and majority gates | 621 | 621 |
Power is estimated from default activity; no workload was simulated.
