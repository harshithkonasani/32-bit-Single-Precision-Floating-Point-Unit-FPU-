`/design/flow/config.mk`:
```
export PLATFORM = sky130hd
export DESIGN_NAME = exception_handler
export DESIGN_NICKNAME = exception_handler
export VERILOG_FILES = /design/flow/design.v
export SDC_FILE = /design/flow/constraint.sdc
export NUM_CORES = 4
export LEC_CHECK = 1
export CORE_AREA = 10 10 70 70
export DIE_AREA = 0 0 80 80
```
`/design/flow/constraint.sdc`:
```
current_design exception_handler

set clk_period 2.8
set clk_io_pct 0.2

create_clock -name clk0 -period $clk_period

set non_clock_inputs [all_inputs -no_clocks]
set_input_delay [expr $clk_period * $clk_io_pct] -clock clk0 $non_clock_inputs
set_output_delay [expr $clk_period * $clk_io_pct] -clock clk0 [all_outputs]
```
`/design/flow/design.v`:
```
`timescale 1ns / 1ps
module addition_exception#(parameter DATA_WIDTH = 32
                           )
(
    input  [DATA_WIDTH - 1 : 0] float_num1,
    input  [DATA_WIDTH - 1 : 0] float_num2,
    output reg                      sel,
    output reg [DATA_WIDTH - 1 : 0] out
    );
    always @(*)
    begin
        if(float_num1 == 32'h7F80_0000 || float_num2 == 32'h7F80_0000) begin   
            out = 32'h7F80_0000;
            sel = 1'b0;
        end
        else begin
            out = 32'h1430_0000;
            sel = 1'b1;
        end
    end
endmodule
`timescale 1ns / 1ps
module division_exception #(parameter DATA_WIDTH = 32
                          )
(
    input  [DATA_WIDTH - 1 : 0] float_num1,
    input  [DATA_WIDTH - 1 : 0] float_num2,
    output reg                      sel,
    output reg [DATA_WIDTH - 1 : 0] out
    );
    always @(*)
    begin
        if(float_num1 == 32'h0000_0000 && float_num2 == 32'h0000_0000) begin   
            out = 32'h7FC0_0000;     
            sel = 1'b0;
        end
        else if(float_num1 != 32'h0000_0000 && float_num2 == 32'h7F80_0000) begin   
            out = 32'h0000_0000;     
            sel = 1'b0;
        end 
        else if(float_num1 == 32'h7F80_0000 && float_num1 != 32'h0000_0000) begin   
            out = 32'h7F80_0000;     
            sel = 1'b0;
        end 
        else if(float_num1 != 32'h0000_0000 && float_num2 == 32'h0000_0000) begin   
            out = 32'h7F80_0000;     
            sel = 1'b0;
        end 
        else if(float_num1 == 32'h0000_0000 && float_num2 != 32'h0000_0000) begin   
            out = 32'h0000_0000;     
            sel = 1'b0;
        end
        else begin   
            out = 32'h0000_0000;
            sel = 1'b1;
        end 
    end
endmodule
`timescale 1ns / 1ps
module multiplication_exception #(parameter DATA_WIDTH = 32
                          )
(
    input  [DATA_WIDTH - 1 : 0] float_num1,
    input  [DATA_WIDTH - 1 : 0] float_num2,
    output reg                      sel,
    output reg [DATA_WIDTH - 1 : 0] out
    );
    always @(*)
    begin
        if(float_num1 == 32'h0000_0000 || float_num2 == 32'h0000_0000) begin   
            out = 32'h0000_0000;
            sel = 1'b0;
        end
        else if(float_num1 == 32'h7F80_0000 || float_num2 == 32'h7F80_0000) begin   
            out = 32'h7F80_0000;     
            sel = 1'b0;
        end 
        else begin   
            out = 32'h0000_0000;
            sel = 1'b1;
        end 
    end
endmodule
`timescale 1ns / 1ps
module subtraction_exception #(parameter DATA_WIDTH = 32
                          )
(
    input  [DATA_WIDTH - 1 : 0] float_num1,
    input  [DATA_WIDTH - 1 : 0] float_num2,
    output reg                      sel,
    output reg [DATA_WIDTH - 1 : 0] out
    );
    always @(*)
    begin  
        if(float_num1 == 32'h0000_0000 || float_num2 == 32'h7F80_0000) begin   
            out = 32'hFF80_0000;     
            sel = 1'b0;
        end 
        else if(float_num1 == 32'h7F80_0000 || float_num2 == 32'h7F80_0000) begin   
            out = 32'h7F80_0000;     
            sel = 1'b0;
        end 
        else begin   
            out = 32'h7F80_0000;
            sel = 1'b1;
        end 
    end
endmodule
`timescale 1ns / 1ps
module exception_handler #(parameter DATA_WIDTH = 32,
                           parameter OP_WIDTH   = 2)
(
    input  [DATA_WIDTH - 1 : 0] float_num1,
    input  [DATA_WIDTH - 1 : 0] float_num2,
    input  [OP_WIDTH   - 1 : 0] opcode,
    output reg                 sel,   
    output [DATA_WIDTH - 1 : 0] exception_out
);
    wire [DATA_WIDTH - 1 : 0] add_exception;
    wire [DATA_WIDTH - 1 : 0] sub_exception;
    wire [DATA_WIDTH - 1 : 0] mul_exception;
    wire [DATA_WIDTH - 1 : 0] div_exception;
    wire sel_add, sel_sub, sel_mul, sel_div;
    addition_exception       E1(.float_num1(float_num1), .float_num2(float_num2), .sel(sel_add), .out(add_exception));
    subtraction_exception    E2(.float_num1(float_num1), .float_num2(float_num2), .sel(sel_sub), .out(sub_exception));
    multiplication_exception E3(.float_num1(float_num1), .float_num2(float_num2), .sel(sel_mul), .out(mul_exception));
    division_exception       E4(.float_num1(float_num1), .float_num2(float_num2), .sel(sel_div), .out(div_exception));
    always @(*) begin
        case (opcode)
            2'b00: sel = sel_add;
            2'b01: sel = sel_sub;
            2'b10: sel = sel_mul;
            2'b11: sel = sel_div;
            default: sel = 1'b1;   
        endcase
    end
    mux_4x1 M1(
        .mux_add(add_exception), 
        .mux_sub(sub_exception), 
        .mux_mul(mul_exception), 
        .mux_div(div_exception), 
        .opcode(opcode), 
        .out(exception_out)
    );
endmodule
module mux_4x1 (
  input      [31:0] mux_add,
  input      [31:0] mux_sub,
  input      [31:0] mux_mul,
  input      [31:0] mux_div,
  input      [2 :0] opcode,
  output reg [31:0] out
);
  always @ (*)
    begin
      case(opcode)
            2'b00 : out = mux_add;
            2'b01 : out = mux_sub;
            2'b10 : out = mux_mul;
            2'b11 : out = mux_div;
      endcase
    end
endmodule
```
`/design/flow/run.sh`:
```
#!/bin/bash
# OpenROAD 26Q1-2900-gdf79404cd8, Yosys 0.63+post, stock flow scripts
make -C /OpenROAD-flow-scripts/flow DESIGN_CONFIG=/design/flow/config.mk WORK_HOME=/design/flow/orfs finish
```
==> flow_summary.toml <==
# flow metrics
[status]
status = "finished with violations"
violations = "negative setup slack"

[grt]
antenna_found_initial = 0
grt_max_degree = 7
grt_overflow = 0
grt_pass1_wl_um = 4380
grt_pass1_vias = 976
grt_usage_pct = 8.04

[synthesis]
yosys_cells = 87
syn_area_um2 = 694
synth-edff-count = 0
ys_sh_mux_pct = 0
synth_chip_area_um2 = 694
ys.flops = 5
yosys_most_used_dff = "dlxtn_1"
async_flop_share_pct = 0
yosysTopAreaCellShare_pct = 29.2
ys_sh_simple_pct = 44.9
synth.distinct_cells = 31
yosysTopAreaCell = "buf_4"
ys_warn_count = 7
compound_area_share_pct = 8.11
area_leaders = "buf_4, dlxtn_1, nor4_1"
ys_top_logic_family = "simple AND/OR/NAND/NOR gates"
ys_sh_xor_pct = 0
syn_inst = 87
syn_area_per_cell_um2 = 7.98
synthAdderAreaFrac_pct = 5.41

[min_path]
hold_path.class = "in2out"

[clock_network]
hold_buffers = 0

[route]
drt_iter0_drc = 22
wl_um = 3200
drcViolationCount = 0
wl_per_cell_um = 14.0
vias_per_cell = 4.09
first_pass_iters = 2
ant_nets = 0
antenna_cells = 0
vias = 936

[placement]
place_inst = 220
place_hpwl_um = 2660
place_congestion = 0.832
dp_slack_ps = -1120
port_buffers = 79

[timing]
final_hold_viol_count = 0
untimed_endpoints = 5
slew_viol_final = 0
timing.setup.tns_ps = -6910
min_period_ps = 3670
unclocked_regs = 5
setup_ws_ps = -872
fmax_mhz = 272
fin_crit_sh_pct = 131
rsz0062_at_grt = "true"
setup_viol = 13

[worst_setup_path]
worstSetupEndpointType = "output pin"
worstSetupPathType = "in2out"
startpoint_type = "input pin"
arrival_ps = 3110
required_ps = 2240
crit_fanout = 6

[floorplan]
fp.dieH_um = 80
die_width_um = 80
fp_util_pct = 20.3
chip_area_um2 = 6400
core-area_um2 = 3420
row_count = 21
top_level_ports = 99

[final_layout]
largest_reg_flops = 5
area_growth_syn_to_layout_pct = 161
lay_top_cells = "dlymetal6s2s_1, conb_1, clkbuf_2, clkdlybuf4s50_1"
drive_above_1_share_pct = 39.3
seq_area_um2 = 80.1
fill_cells = 307
logic_area_um2 = 666
final_common_cell = "dlymetal6s2s_1"
stdcell_count = 229

[job]
tool_warnings = 37
drv_cap = 0

[power]
p_per_area_nw_per_um2 = 70.2
power.leakage_nw = 1.13
ir_drop_uv = 55.0
layer usage:
layer,up-vias,wire [um],track usage (%)
met3,0,258,2.05
li1,469,-,-
met5,-,0,0
met2,42,1670,15.8
met4,0,0,0
met1,425,1270,8.78
critical path, stage by stage:
cell and delay, ps:
clkbuf_2 90, or4_4 550, nor2_4 130, buf_6 100
buf_6 80, buf_6 80, buf_6 80, buf_6 80
buf_6 80, buf_6 80, nand3_4 90, nor3b_1 170
o22ai_1 100, dlxtn_4 400, clkdlybuf4s50_1 460
through the flow:
step	hold slack (ps)	utilization, %	power, mW	instance area, um2
5_1_grt	1880	53.2	0.139	1820
2_1_floorplan	1260	-	0.0427	857
4_1_cts	1910	48.9	0.134	1670
6_report	1760	53.2	0.128	1820
3_5_place_dp	2260	46.4	0.139	1590
3_3_place_gp	2270	46.4	0.138	1590
report_power, final:
group	internal [mW]	total, mW	switching, mW
Combinational	0.0820	0.122	0.0400
Clock	0	0	0
Sequential	0.00466	0.00547	0.000810
Total	0.0867	0.128	0.0408
what timing repair did:
item                                    4_1_cts  5_1_grt
endpoints found under the setup margin       13       13
buffers inserted                             12        4
pin swaps                                     4       30
cloned                                        0        0
resized                                      48       91
cell families after synthesis:
| logic type | after synthesis |
|---|---|
| other | 1 |
| AOI/OAI and AO/OA | 7 |
| latches | 5 |
| buffers and inverters | 29 |
| adders and majority gates | 3 |
| and+or+nand+nor | 42 |
synthesized netlist by cell type, types with 3 or more instances:
cell and count:
ha_1 3, nor4_1 10, nand4_1 4, buf_4 27, nand2_1 3, nor4_2 4, dlxtn_1 5
cell type report:
class | count | area share, %
Timing Repair Buffer | 99 | 55.3
Inverter | 2 | 0.414
Sequential cell | 5 | 4.41
Tap cell | 46 | 3.17
Multi-Input combinational cell | 77 | 36.7
path summary, 6_finish.rpt:
path | start | endpoint | slack, ps | cells past startpoint
worst max-delay path | float_num2[4] | exception_out[30] | -870 | 15
worst min-delay path | float_num1[3] | sel | 1760 | 7
No activity file was given, so power comes from the tool's default toggle rates.
